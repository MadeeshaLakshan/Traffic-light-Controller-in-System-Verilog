`design/flow/run.sh`:
```
#!/bin/bash
# OpenROAD 26Q1-2900-gdf79404cd8, Yosys 0.63+post, stock flow scripts
make -C /OpenROAD-flow-scripts/flow DESIGN_CONFIG=/design/flow/config.mk WORK_HOME=/design/flow/orfs finish
```
`design/flow/design.v`:
```
module amber_timer(
    input logic  clk,
    input logic enable,
    output logic timer_done,
    output logic [7:0]sec_counter_val,
    output logic [3:0]mili_sec_counter_val
);
logic sec_done ;
down_counter #(.N(70)) sec_counter (
    .clk(clk),
    .enable(enable),
    .count(sec_counter_val),
    .done(sec_done)
);
down_counter  #(.N(5))mili_sec_counter(
    .clk(clk),
    .enable(sec_done),
    .count(mili_sec_counter_val),
    .done(timer_done)
);
endmodule
module down_counter #(parameter N = 10)(
    input logic clk,
    input logic enable,
    output logic [$clog2(N):0] count,
    output logic done
);
    always_ff @(posedge clk) begin
        if (enable) begin
            if (count > 0) begin
                count <= count - 1;
                done <= 1'b0;
            end else begin
                done <= 1'b1;
            end
        end else begin
            count <= N ;
            done <= 1'b0;
        end
    end
endmodule
module controll_logic(
    input logic clk,timer_done,traffic_B,rstn,
    output logic red_light_A,amber_light_A,green_light_A,red_light_B,amber_light_B,green_light_B,amber_timer_en
);
enum logic [1:0] { F0, F1, F2, F3 }state, next_state ;
always_comb begin
    case(state)
    F0: if(traffic_B) next_state = F1 ;
        else next_state = state ;
    F1: if(timer_done) next_state = F2 ;
        else next_state = state ;
    F2: if(!traffic_B) next_state = F3 ;
        else next_state = state ;
    F3: if(timer_done) next_state = F0 ;
        else next_state = state ;
    endcase
end
always_ff @(posedge clk or negedge rstn) begin
    if(!rstn) state <= F0 ;
    else state <= next_state ;
end
always_comb begin
    if(state == F1) begin 
        red_light_A = 0; amber_light_A = 1; green_light_A = 0;
        red_light_B = 1; amber_light_B = 0; green_light_B = 0;
        amber_timer_en = 1;
    end
    else if(state == F2) begin 
        red_light_A = 1; amber_light_A = 0; green_light_A = 0;
        red_light_B = 0; amber_light_B = 0; green_light_B = 1;
        amber_timer_en = 0;
    end
    else if(state == F3) begin 
        red_light_A = 1; amber_light_A = 0; green_light_A = 0;
        red_light_B = 0; amber_light_B = 1; green_light_B = 0;
        amber_timer_en = 1;
    end
    else  begin 
        red_light_A = 0; amber_light_A = 0; green_light_A = 1;
        red_light_B = 1; amber_light_B = 0; green_light_B = 0;
        amber_timer_en = 0;
    end
 end
endmodule
module Sev_segment_decorder (
    input logic [3:0]number,
    output logic [6:0]sev_segment 
);
always_comb begin
    case(number)
    4'd0: sev_segment  = 7'b0111111;  
    4'd1: sev_segment  = 7'b0000110;  
    4'd2: sev_segment  = 7'b1011011;  
    4'd3: sev_segment  = 7'b1001111;  
    4'd4: sev_segment  = 7'b1100110;  
    4'd5: sev_segment  = 7'b1101101;  
    4'd6: sev_segment  = 7'b1111101;  
    4'd7: sev_segment  = 7'b0000111;  
    4'd8: sev_segment  = 7'b1111111;  
    4'd9: sev_segment  = 7'b1101111;  
    default: sev_segment  = 7'b0000000; 
    endcase
end
endmodule
module top_module_7seg(
    input logic clk ,traffic_B,rstn,
    output logic red_light_A,amber_light_A,green_light_A,
    output logic red_light_B,amber_light_B,green_light_B,
    output logic [6:0]sev_segment[2:0]
);
logic [7:0]sec_counter_val;
logic [3:0]mili_sec_counter_val;
logic [3:0]tens,ones,decimels;
logic amber_timer_done,amber_timer_enable;
assign tens = sec_counter_val/10;
assign ones = sec_counter_val%10;
assign decimels = mili_sec_counter_val;
controll_logic controll_logic(
    .clk(clk),
    .timer_done(amber_timer_done),
    .traffic_B(traffic_B),
    .rstn(rstn),
    .red_light_A(red_light_A),
    .amber_light_A(amber_light_A),
    .green_light_A(green_light_A),
    .red_light_B(red_light_B),
    .amber_light_B(amber_light_B),
    .green_light_B(green_light_B),
    .amber_timer_en(amber_timer_enable)
);
amber_timer amber_timer(
    .clk(clk),
    .enable(amber_timer_enable),
    .timer_done(amber_timer_done),
    .sec_counter_val(sec_counter_val),
    .mili_sec_counter_val(mili_sec_counter_val)
);
Sev_segment_decorder ten(.number(tens), .sev_segment(sev_segment[2]));
Sev_segment_decorder one(.number(ones), .sev_segment(sev_segment[1]));
Sev_segment_decorder decimel(.number(decimels), .sev_segment(sev_segment[0]));
endmodule
```
`design/flow/constraint.sdc`:
```
current_design top_module_7seg

set clk_period 4.9
set clk_io_pct 0.2

create_clock -name clk0 -period $clk_period [get_ports {clk}]

set non_clock_inputs [all_inputs -no_clocks]
set_input_delay [expr $clk_period * $clk_io_pct] -clock clk0 $non_clock_inputs
set_output_delay [expr $clk_period * $clk_io_pct] -clock clk0 [all_outputs]
```
`design/flow/config.mk`:
```
export PLATFORM = sky130hd
export DESIGN_NAME = top_module_7seg
export DESIGN_NICKNAME = top_module_7seg
export VERILOG_FILES = /design/flow/design.v
export SDC_FILE = /design/flow/constraint.sdc
export NUM_CORES = 4
export LEC_CHECK = 1
export CORE_AREA = 10 10 109 109
export DIE_AREA = 0 0 119 119
export SYNTH_HDL_FRONTEND = slang
```
==> results.txt <==
Figures from the implementation reports.

- Broken down by cell family, the worst path's largest delay share belongs to AND-OR/OR-AND gates.
- Synthesis inferred 25 register bits.
- The met2 routing resource usage after global routing reads 13.90%.
- The count of flip-flops with a built-in enable after synthesis reads 0.
- The total die size is 14,160 um2.
- The layer flagged by global routing as most heavily used is met2.
- The maximum fanout along the worst path is 5.
- The flow ran to the end, but the final reports show violations.
- The most frequent standard cell in the layout excluding fill and tap cells is sky130_fd_sc_hd__buf_4.
- The starting utilization of the core area is 24.87%.
- The startpoint of the lowest-slack hold path is amber_timer.sec_counter.done.
- The end point of the worst hold path is amber_timer.mili_sec_counter.count[0].
- The total DRC errors in the routed layout is 0.
- The class of the tightest hold or removal check reads flop to flop.
- The TritonCTS clock tree is yes.
- The first global-routing pass estimated 11,290 um of wire.
- The final setup slack of the worst path is -262.3 ps.
- The critical path buffer and inverter count reads 6.
- Looking at the clock tree report, the root buffer type is sky130_fd_sc_hd__clkbuf_8.
- The deepest level of the CTS H-tree is 1.
- The largest buffer count on any clock path is 2.
- The cts-stage hold buffer count is 0.
- Setup repair after global routing could not meet its margin everywhere.
- The clock edge transition at the registers on the reported setup and hold paths is 80 ps.
- In the layout the commonest cells are sky130_fd_sc_hd__buf_4, sky130_fd_sc_hd__nand2_1, sky130_fd_sc_hd__nor2_1, sky130_fd_sc_hd__inv_1, sky130_fd_sc_hd__a21oi_1.
- The path depth of the worst reg2reg path is 10.
- In this run the core area contains 36 standard-cell rows.
- The element type at the critical path end reads an output port.
- The category of the critical setup timing path is flop to output port.
- The chip width reads 119 um.
- For reference, the critical path cell chain is nor2_4, inv_2, ha_4, nand2b_4, o21a_4, a311o_4, o21ai_4, mux2i_2, a211o_1, or2_1, a221o_2, or2_4, clkinv_4, xnor2_4, buf_4, inv_4, ha_4, buf_4, a22o_1, dlygate4sd2_1.
- The clock skew after layout reads 2.980 ps.
- The routability-driven placement congestion ratio reads 0.9014.
- The share of the core filled with cells in the final layout reads 37.59%.
- The starting DRC count in detailed routing is 119.
- The global-route usage over all layers is 8.909%.
- The tally of nets with antenna violations remaining after routing reads 0.
- After detailed routing, the average wire length per cell comes to 11.92 um.
- The count of pins on the block boundary is 30.
- Per the finish-stage timing summary, setup violations number 8.
- The signed area change from the synthesized netlist to the final layout reads 51.15%.
- The startpoint kind of the worst setup timing path reads a flop.
- The region available for standard cell placement spans 9639 um2.
- The critical path arrival is 4180 ps.
- The number of maximum-capacitance violations reads 0.
- The endpoint of the worst-slack reg-to-reg timing path reads decimel.sev_segment[0].
- The number of endpoints with negative hold slack in the final report reads 0.
- The via count of the first global-routing pass is 2,481.
- The synthesized instance count is 307.
- The routed layout has 2,453 vias.
- The worst relative slew slack reads 69.41%.
- The transition time recorded at the tightest slew-check pin is 454.0 ps.
- The final max-slew violation count recorded for this run is 0.
- For flop-to-flop paths, the worst setup slack is 2600 ps.
- The die span in y is 119 um.
- The highest cell delay on the worst timing path reads 350 ps.
- The number of cells reported by Yosys stat comes to 307.
- The cell depth of the worst hold path is 1.
- The worst hold margin reads 472.6 ps.
- Derived from the worst setup path, the maximum achievable clock frequency is 193.7 MHz.
- The average via count per standard cell is 4.637.
- The iteration count recorded for the first detailed-route pass is 4.
- Cells with a size suffix above 1 make up 35.10% of the layout.
- The share of the clock period used by the worst path after layout is 105.4%.
- The area reported by Yosys stat is 2397 um2.
- The synthesized netlist contains 70 unique library cells.
- STA lists the startpoint of the worst register-to-register path as amber_timer.mili_sec_counter.count[0].
- The met1 track demand over resource reads 13.14%.
- The sum of routed wire length over all layers is 6306 um.
- TritonCTS created 3 clock buffers.
- During synthesis, Yosys emitted a total of 0 warnings.
- The portion of the post-synthesis area used by sequential elements is 21.76%.
- The checks that failed: negative setup slack.
- The count of buffers inserted at the top-level ports reads 29.
- After synthesis, the mean cell area works out to 7.809 um2.
- In the synthesized netlist the dominant register cell turns out to be sky130_fd_sc_hd__dfxtp_1.
- The shortest period the worst path allows reads 5162 ps.
- The largest net degree at the start of global routing reads 17.
- The met3 track utilization from global routing is 1.439%.
- The synthesized area is 2397 um2.
- The number of diodes is 0.
- The leftover overflow at the end of global routing is 0.
- The clock latency on the worst-skew pair reads 260 ps.
- The wire-length estimate of the detail-placed layout is 4784 um.
- The number of antenna violations at the first check in global routing is 0.
- In the synthesized netlist the async set-or-reset flop fraction comes to 16.00%.
- The clock drives 25 sinks.
- The total tool warning count reads 44.
- The critical path data required time is 3920 ps.
- The slowest stage cell on the critical path reads sky130_fd_sc_hd__a311o_4.
metal layers:
layer / vias up / part of all wire [%]
li1: 1274 / -
met1: 1144 / 52
met2: 33 / 44
met3: 2 / 3.4
met4: 0 / 0.14
met5: - / 0
per-stage QoR:
stage               std cells  setup TNS (ps)  worst slack, ps  cell area, um2
floorplan                 307          -273.7           -219.6            2461
global placement          512           -2282           -375.7            3266
detailed placement        512           -2771           -451.3            3266
CTS                       527           -1970           -330.6            3542
global route              529           -3777           -457.1            3623
finish                    529           -1421           -262.3            3623
registers in the layout, indices dropped and copies added, names as in the netlist:
name,flops
amber_timer.sec_counter.done,1
decimel.sev_segment,7
amber_timer.sec_counter.count,8
controll_logic.state,4
amber_timer.mili_sec_counter.count,4
amber_timer.mili_sec_counter.done,1
logic make-up after synthesis:
logic type | Yosys count | synth area share (%)
AND-OR/OR-AND | 94 | 28.76
XOR/XNOR | 14 | 5.115
adder cells (fa/ha/maj) | 24 | 12.42
buffers and inverters | 37 | 6.837
flip-flops | 25 | 21.76
multiplexers | 5 | 2.714
AND/OR/NAND/NOR | 108 | 22.39
synth_stat cells (all sizes together), types with 2 or more instances:
cell type	count	share of area, %
a22oi	2	0.63
o311ai	4	1.5
a21boi	2	0.63
nor2	28	4.5
o22ai	7	2.1
dfxtp	21	18
nand3	7	1.5
mux2i	3	1.8
or3	3	0.78
inv	23	3.6
a31oi	2	0.52
dfrtp	3	3.1
a21o	2	0.63
o21bai	2	0.63
o211ai	2	0.63
o21ai	23	5.7
xor2	4	1.5
nor2b	2	0.63
a21oi	22	4.6
or2	5	1.4
o21a	2	0.94
a211o	4	1.5
ha	23	12
mux2	2	0.94
clkinv	2	0.52
buf	7	1.9
and3	3	0.78
xnor2	10	3.7
nand2	31	5.0
a22o	8	2.9
nand2b	9	2.3
o2111ai	2	0.73
nand3b	3	0.94
clkbuf	5	0.78
nor3	6	1.3
nand4	4	1.0
and2	3	0.89
worst max-delay path by stage:
stage | start | to | slack, ps | cells after the start
4_1_cts | amber_timer.sec_counter.count[5] | sev_segment[13] | -330 | 21
5_1_grt | amber_timer.sec_counter.count[6] | sev_segment[11] | -460 | 21
6_report | amber_timer.sec_counter.count[6] | sev_segment[11] | -260 | 20
worst register-to-register path: stages (launching register included):
cell and delay, ps:
sky130_fd_sc_hd__dfxtp_1 310, sky130_fd_sc_hd__inv_1 80, sky130_fd_sc_hd__ha_1 200, sky130_fd_sc_hd__or3b_2 510, sky130_fd_sc_hd__nand2_1 90, sky130_fd_sc_hd__o21ai_0 60
sky130_fd_sc_hd__nand2b_1 260, sky130_fd_sc_hd__inv_1 210, sky130_fd_sc_hd__nor2_1 100, sky130_fd_sc_hd__o21ai_0 240, sky130_fd_sc_hd__o21ai_0 120
cell type report:
class,instances,area [um2]
Sequential cell,25,524.3
Clock inverter,1,5.005
Timing Repair Buffer,97,777.0
Clock buffer,3,41.29
Inverter,25,101.3
Tap cell,133,166.4
Multi-Input combinational cell,245,2008
Fill cell,965,6016
what timing repair did:
item                                    4_1_cts  5_1_grt
pin swaps                                    30       25
endpoints found under the setup margin       14       14
cloned                                        0        0
resized                                      75       19
setup buffers                                12        5
