==> config.mk <==
export PLATFORM = sky130hd
export DESIGN_NAME = top_module
export DESIGN_NICKNAME = top_module
export VERILOG_FILES = /design/flow/design.v
export SDC_FILE = /design/flow/constraint.sdc
export NUM_CORES = 4
export LEC_CHECK = 1
export CORE_AREA = 10 10 74 74
export DIE_AREA = 0 0 84 84
export SYNTH_HDL_FRONTEND = slang
==> constraint.sdc <==
current_design top_module

set clk_period 2.4
set clk_io_pct 0.2

create_clock -name clk0 -period $clk_period [get_ports {clk}]

set non_clock_inputs [all_inputs -no_clocks]
set_input_delay [expr $clk_period * $clk_io_pct] -clock clk0 $non_clock_inputs
set_output_delay [expr $clk_period * $clk_io_pct] -clock clk0 [all_outputs]
==> design.v <==
module amber_timer(
    input logic  clk,
    input logic enable,
    output logic timer_done,
    output logic [7:0]sec_counter_val,
    output logic [3:0]mili_sec_counter_val
);
logic sec_done ;
down_counter #(.N(70)) sec_counter (
    .clk(clk),
    .enable(enable),
    .count(sec_counter_val),
    .done(sec_done)
);
down_counter  #(.N(5))mili_sec_counter(
    .clk(clk),
    .enable(sec_done),
    .count(mili_sec_counter_val),
    .done(timer_done)
);
endmodule
module down_counter #(parameter N = 10)(
    input logic clk,
    input logic enable,
    output logic [$clog2(N):0] count,
    output logic done
);
    always_ff @(posedge clk) begin
        if (enable) begin
            if (count > 0) begin
                count <= count - 1;
                done <= 1'b0;
            end else begin
                done <= 1'b1;
            end
        end else begin
            count <= N ;
            done <= 1'b0;
        end
    end
endmodule
module controll_logic(
    input logic clk,timer_done,traffic_B,rstn,
    output logic red_light_A,amber_light_A,green_light_A,red_light_B,amber_light_B,green_light_B,amber_timer_en
);
enum logic [1:0] { F0, F1, F2, F3 }state, next_state ;
always_comb begin
    case(state)
    F0: if(traffic_B) next_state = F1 ;
        else next_state = state ;
    F1: if(timer_done) next_state = F2 ;
        else next_state = state ;
    F2: if(!traffic_B) next_state = F3 ;
        else next_state = state ;
    F3: if(timer_done) next_state = F0 ;
        else next_state = state ;
    endcase
end
always_ff @(posedge clk or negedge rstn) begin
    if(!rstn) state <= F0 ;
    else state <= next_state ;
end
always_comb begin
    if(state == F1) begin 
        red_light_A = 0; amber_light_A = 1; green_light_A = 0;
        red_light_B = 1; amber_light_B = 0; green_light_B = 0;
        amber_timer_en = 1;
    end
    else if(state == F2) begin 
        red_light_A = 1; amber_light_A = 0; green_light_A = 0;
        red_light_B = 0; amber_light_B = 0; green_light_B = 1;
        amber_timer_en = 0;
    end
    else if(state == F3) begin 
        red_light_A = 1; amber_light_A = 0; green_light_A = 0;
        red_light_B = 0; amber_light_B = 1; green_light_B = 0;
        amber_timer_en = 1;
    end
    else  begin 
        red_light_A = 0; amber_light_A = 0; green_light_A = 1;
        red_light_B = 1; amber_light_B = 0; green_light_B = 0;
        amber_timer_en = 0;
    end
 end
endmodule
module top_module(
    input logic clk ,traffic_B,rstn,
    output logic red_light_A,amber_light_A,green_light_A,
    output logic red_light_B,amber_light_B,green_light_B,
    output logic [7:0]sec_counter_val,
    output logic [3:0]mili_sec_counter_val
);
logic amber_timer_done,amber_timer_enable;
controll_logic controll_logic(
    .clk(clk),
    .timer_done(amber_timer_done),
    .traffic_B(traffic_B),
    .rstn(rstn),
    .red_light_A(red_light_A),
    .amber_light_A(amber_light_A),
    .green_light_A(green_light_A),
    .red_light_B(red_light_B),
    .amber_light_B(amber_light_B),
    .green_light_B(green_light_B),
    .amber_timer_en(amber_timer_enable)
);
amber_timer amber_timer(
    .clk(clk),
    .enable(amber_timer_enable),
    .timer_done(amber_timer_done),
    .sec_counter_val(sec_counter_val),
    .mili_sec_counter_val(mili_sec_counter_val)
);
endmodule
==> run.sh <==
#!/bin/bash
# OpenROAD 26Q1-2900-gdf79404cd8, Yosys 0.63+post, stock flow scripts
make -C /OpenROAD-flow-scripts/flow DESIGN_CONFIG=/design/flow/config.mk WORK_HOME=/design/flow/orfs finish
==> results_tabular.tex <==
% Generated from flow reports
\begin{tabular}{lr}
\hline
Metric & Value \\
\hline
\multicolumn{2}{l}{\textbf{STA}} \\
Post-route setup TNS & 0 ns \\
Endpoints failing hold & 0 \\
RSZ-0062 raised after global routing & false \\
Final worst slack & 0.5115 ns \\
Worst slew pin tran & 0.5449 ns \\
Tmin final & 1.888 ns \\
Post-Route Skew & 0.0003937 ns \\
Final setup violation count & 0 \\
Max transition margin & 63.54\% \\
Max frequency & 0.5295 GHz \\
Hold slack final & 0.4179 ns \\
Share of the clock period used by the worst path after layout & 78.69\% \\
Final-report max-slew violation count & 0 \\
\multicolumn{2}{l}{\textbf{Global routing}} \\
Total routing resource utilization after global routing & 4.989\% \\
Antenna violations before repair & 0 \\
Vias in the first global route & 685 \\
Aggregate global routing overflow & 0 \\
Pin count of the biggest net entering global routing & 11 \\
Wire length of the first global-routing pass & 3091 um \\
\multicolumn{2}{l}{\textbf{Floorplanning}} \\
Number of placement rows & 23 \\
I/O Pins & 21 \\
Die Y-Extent & 84 um \\
Width of the chip & 84 um \\
Core utilization before placement & 20.73\% \\
Standard cell core area & 3971 um2 \\
Die ar. & 7056 um2 \\
\multicolumn{2}{l}{\textbf{Power and ir drop}} \\
Power per cell area & 477.4 nW/um2 \\
Peak ir drop on the vdd network & 0.1554 mV \\
Leakage power of the design & 0.4347 nW \\
\multicolumn{2}{l}{\textbf{CTS}} \\
Post-CTS Hold Buffers & 0 \\
Maximum number of buffers from clock root to sink & 2 \\
CTS Root Cell & sky130\_fd\_sc\_hd\_\_clkbuf\_8 \\
Number of sinks handled by clock tree synthesis & 18 \\
Cts bufs inserted & 3 \\
Clk slew on worst S/H paths & 0.07 ns \\
Buffers inserted during post-CTS setup optimization & 0 \\
CTS tree & yes \\
Source-to-sink clock delay at the later pin of the worst-skew pair & 0.25 ns \\
Number of levels the H-tree was split into & 1 \\
CTS-repair resized insts & 0 \\
\multicolumn{2}{l}{\textbf{Worst hold path}} \\
Class of the most critical hold timing path & in -> async \\
\multicolumn{2}{l}{\textbf{Routing}} \\
Total detailed-routing wirelength & 1793 um \\
Drt drc & 0 \\
Number of DRC markers in iteration 0 & 11 \\
Number of vias in the routed layout & 699 \\
Per-cell via count in the routed design & 4.315 \\
N\_diodes & 0 \\
Average wire per standard cell & 11.07 um \\
Number of iterations in the first detailed-routing pass & 4 \\
Antenna violation net count after detailed routing & 0 \\
\multicolumn{2}{l}{\textbf{Finish}} \\
Area of all sequential standard cells & 381.6 um2 \\
Count of non-filler cells in the finished layout & 162 \\
Layout cells sized above 1 & 9.821\% \\
Tally of filler cells in the layout & 423 \\
P\&R area growth vs syn & 38.60\% \\
Area occupied by multi-input gates & 396.6 um2 \\
\multicolumn{2}{l}{\textbf{Worst setup path}} \\
Reg2Reg Depth & 5 \\
Beginning of the worst register-to-register path & amber\_timer.sec\_counter.count[0]\$\_SDFFE\_PN0N\_ \\
Launching element type of the critical path & flop \\
CP Launch Point & controll\_logic.state[2]\$\_DFF\_PN0\_ \\
Endpoint of the worst register-to-register path & amber\_timer.sec\_counter.count[2]\$\_SDFFE\_PN1N\_ \\
R2R Setup Slk & 0.78 ns \\
Worst Path Max Fanout & 8 \\
Data arrival time of the worst path & 1.41 ns \\
Crit Path Category & reg -> out \\
Crit path DRT & 1.92 ns \\
Capturing element type of the critical path & primary output \\
\multicolumn{2}{l}{\textbf{Yosys}} \\
Ao+oa area frac & 16.41\% \\
Number of distinct library cells after synthesis & 32 \\
Post-synthesis cell area & 823.3 um2 \\
Commonest register cell after synthesis & sky130\_fd\_sc\_hd\_\_dfxtp\_1 \\
XOR/XNOR Area Share & 3.191\% \\
Yosys reg bits & 18 \\
Largest non-sequential cell family by area & simple AND/OR/NAND/NOR gates \\
Avg Synthesized Cell Area & 9.356 um2 \\
EDFF count, synth & 0 \\
Simple Share, Synth & 22.80\% \\
Post-synth seq share & 46.35\% \\
Area reported by Yosys stat & 823.3 um2 \\
Post-synthesis mux area share & 1.216\% \\
Yosys stat cell total & 88 \\
Post-synthesis async set-or-reset flop share & 22.22\% \\
Adder Share, Synth & 4.559\% \\
Number of warnings printed during yosys synthesis & 0 \\
Count of mapped cells out of synthesis & 88 \\
\multicolumn{2}{l}{\textbf{Flow run}} \\
Max-capacitance violation count & 0 \\
Number of warnings in the stage logs & 26 \\
\multicolumn{2}{l}{\textbf{Placement}} \\
Total of buffers placed on input and output ports & 20 \\
Place WS & 0.7762 ns \\
Placed Cells incl. Taps & 158 \\
Detailed placement HPWL & 1435 um \\
Final RePlAce weighted congestion & 0.8219 \\
\multicolumn{2}{l}{\textbf{Status}} \\
Run status & completed \\
\hline
\end{tabular}
## how the worst max path moves through the flow
stage / end
global route: red_light_A
CTS: red_light_A
finish: red_light_A
## per-stage QoR
step	cell area (um2)	power [mW]	util, %
floorplan	823.3	0.3063	-
global placement	1086	0.3112	27.35
detailed placement	1086	0.3114	27.35
CTS	1141	0.5586	28.73
global route	1141	0.5685	28.73
finish	1141	0.5448	28.73
## final cells by class
class,instances,share of cell area [%]
multi-input combinational,58,34.76
clock buffer,4,4.825
timing repair buffer,20,17.54
sequential,18,33.44
inverter,12,3.947
tap,50,5.482
## cell usage in the layout (no fill, tap or decap), types with 2 or more instances in the layout
cell type / n
sky130_fd_sc_hd__o21ai_0: 5
sky130_fd_sc_hd__a21o_1: 2
sky130_fd_sc_hd__nand3_1: 2
sky130_fd_sc_hd__dfrtp_1: 3
sky130_fd_sc_hd__dfxtp_1: 14
sky130_fd_sc_hd__nor2_1: 5
sky130_fd_sc_hd__a211oi_1: 2
sky130_fd_sc_hd__clkbuf_8: 4
sky130_fd_sc_hd__ha_1: 3
sky130_fd_sc_hd__nor3b_1: 2
sky130_fd_sc_hd__nor3_1: 8
sky130_fd_sc_hd__nand2_1: 3
sky130_fd_sc_hd__clkdlybuf4s50_1: 20
sky130_fd_sc_hd__o22ai_1: 2
sky130_fd_sc_hd__xnor2_1: 3
sky130_fd_sc_hd__nor2b_1: 2
sky130_fd_sc_hd__inv_1: 12
sky130_fd_sc_hd__a21oi_1: 4
## cell usage after synthesis (3+ instances only)
cell,instances,area (um2)
sky130_fd_sc_hd__nand2_1,3,11.26
sky130_fd_sc_hd__dfrtp_1,3,75.07
sky130_fd_sc_hd__o21ai_0,5,25.02
sky130_fd_sc_hd__ha_1,3,37.54
sky130_fd_sc_hd__xnor2_1,3,26.28
sky130_fd_sc_hd__nor2_1,5,18.77
sky130_fd_sc_hd__nor3_1,8,40.04
sky130_fd_sc_hd__a21oi_1,4,20.02
sky130_fd_sc_hd__dfxtp_1,14,280.3
sky130_fd_sc_hd__inv_1,12,45.04
## per-layer routing
metal / GRT usage (%) / vias to the layer above / share of wire, %
li1: - / 356 / -
met1: 5.736 / 323 / 44
met2: 8.293 / 16 / 46
met3: 2.362 / 4 / 8.3
met4: 0.9132 / 0 / 1.6
met5: 0 / - / 0
## where the power goes
part	internal, mW	switching (mW)	total [mW]
clock network	0.145	0.0947	0.240
registers	0.300	0.0000000000000000666	0.300
logic	0.00296	0.00199	0.00495
total	0.448	0.0967	0.545
## state kept, by name, indices dropped and copies added (netlist names)
register / flops
amber_timer.sec_counter.count: 8
amber_timer.sec_counter.done: 1
amber_timer.mili_sec_counter.count: 4
amber_timer.mili_sec_counter.done: 1
controll_logic.state: 4
## worst max-delay path, stage by stage, from the launching register on
cell and delay [ns]:
sky130_fd_sc_hd__dfrtp_1 0.45, sky130_fd_sc_hd__inv_1 0.10, sky130_fd_sc_hd__o21ai_0 0.10, sky130_fd_sc_hd__inv_1 0.06, sky130_fd_sc_hd__clkdlybuf4s50_1 0.45
## cell families after synthesis
kind of cell | Yosys count
mux | 1
buf+inv | 12
xor+xnor | 3
flops | 18
fa+ha+maj | 3
compound gates | 21
simple gates | 30
No activity file was given, so power comes from the tool's default toggle rates.
